`flow/design.v`:
```
module RV32I_regfile_jrdl_logic
(
  clk,
  reset,
  d2l_X0_w,
  d2l_X0_we,
  d2l_X0_re,
  d2l_XRA_w,
  d2l_XRA_we,
  d2l_XRA_re,
  d2l_XSP_w,
  d2l_XSP_we,
  d2l_XSP_re,
  h2l_XSP_xsp_w,
  l2d_X0_r,
  l2d_XRA_r,
  l2d_XSP_r,
  l2h_X0_x0_zero_r,
  l2h_XRA_xra_r,
  l2h_XSP_xsp_r );
  input    clk;
  input    reset;
  input     [31:0] d2l_X0_w;
  input    d2l_X0_we;
  input    d2l_X0_re;
  input     [31:0] d2l_XRA_w;
  input    d2l_XRA_we;
  input    d2l_XRA_re;
  input     [31:0] d2l_XSP_w;
  input    d2l_XSP_we;
  input    d2l_XSP_re;
  input     [31:0] h2l_XSP_xsp_w;
  output     [31:0] l2d_X0_r;
  output     [31:0] l2d_XRA_r;
  output     [31:0] l2d_XSP_r;
  output     [31:0] l2h_X0_x0_zero_r;
  output     [31:0] l2h_XRA_xra_r;
  output     [31:0] l2h_XSP_xsp_r;
  logic   [31:0] rg_X0_x0_zero;
  logic   [31:0] l2h_X0_x0_zero_r;
  logic   [31:0] l2d_X0_r;
  logic   [31:0] rg_XRA_xra;
  logic   [31:0] reg_XRA_xra_next;
  logic   [31:0] l2h_XRA_xra_r;
  logic   [31:0] l2d_XRA_r;
  logic   [31:0] rg_XSP_xsp;
  logic   [31:0] reg_XSP_xsp_next;
  logic   [31:0] l2h_XSP_xsp_r;
  logic   [31:0] l2d_XSP_r;
  assign  rg_X0_x0_zero = 32'd0;
  always_comb begin
    reg_XSP_xsp_next = h2l_XSP_xsp_w;
    l2h_XSP_xsp_r = rg_XSP_xsp;
    if (d2l_XSP_we) reg_XSP_xsp_next = d2l_XSP_w;
  end
  always_ff @ (posedge clk) begin
    if (reset) begin
      rg_XSP_xsp <= #1 32'd0;
    end
    else begin
      rg_XSP_xsp <= #1  reg_XSP_xsp_next;
    end
  end
  always_comb begin
    l2d_XSP_r = rg_XSP_xsp;
  end
  always_comb begin
    reg_XRA_xra_next = rg_XRA_xra;
    l2h_XRA_xra_r = rg_XRA_xra;
    if (d2l_XRA_we) reg_XRA_xra_next = d2l_XRA_w;
  end
  always_ff @ (posedge clk) begin
    if (reset) begin
      rg_XRA_xra <= #1 32'd0;
    end
    else begin
      rg_XRA_xra <= #1  reg_XRA_xra_next;
    end
  end
  always_comb begin
    l2h_X0_x0_zero_r = rg_X0_x0_zero;
  end
  always_comb begin
    l2d_X0_r = rg_X0_x0_zero;
  end
  always_comb begin
    l2d_XRA_r = rg_XRA_xra;
  end
endmodule
module RV32I_regfile_jrdl_decode
(
  clk,
  reset,
  leaf_dec_wr_data,
  leaf_dec_addr,
  leaf_dec_block_sel,
  leaf_dec_valid,
  leaf_dec_wr_dvld,
  leaf_dec_cycle,
  leaf_dec_wr_width,
  l2d_X0_r,
  l2d_XRA_r,
  l2d_XSP_r,
  dec_leaf_rd_data,
  dec_leaf_ack,
  dec_leaf_nack,
  dec_leaf_accept,
  dec_leaf_reject,
  dec_leaf_retry_atomic,
  dec_leaf_data_width,
  d2l_X0_w,
  d2l_X0_we,
  d2l_X0_re,
  d2l_XRA_w,
  d2l_XRA_we,
  d2l_XRA_re,
  d2l_XSP_w,
  d2l_XSP_we,
  d2l_XSP_re );
  input    clk;
  input    reset;
  input     [31:0] leaf_dec_wr_data;
  input     [39:0] leaf_dec_addr;
  input    leaf_dec_block_sel;
  input    leaf_dec_valid;
  input    leaf_dec_wr_dvld;
  input     [1:0] leaf_dec_cycle;
  input     [2:0] leaf_dec_wr_width;
  input     [31:0] l2d_X0_r;
  input     [31:0] l2d_XRA_r;
  input     [31:0] l2d_XSP_r;
  output     [31:0] dec_leaf_rd_data;
  output    dec_leaf_ack;
  output    dec_leaf_nack;
  output    dec_leaf_accept;
  output    dec_leaf_reject;
  output    dec_leaf_retry_atomic;
  output     [2:0] dec_leaf_data_width;
  output     [31:0] d2l_X0_w;
  output    d2l_X0_we;
  output    d2l_X0_re;
  output     [31:0] d2l_XRA_w;
  output    d2l_XRA_we;
  output    d2l_XRA_re;
  output     [31:0] d2l_XSP_w;
  output    d2l_XSP_we;
  output    d2l_XSP_re;
  logic   [31:0] pio_dec_write_data;
  logic   [3:2] pio_dec_address;
  logic  pio_dec_read;
  logic  pio_dec_write;
  logic   [39:0] block_sel_addr;
  logic  block_sel;
  logic  leaf_dec_valid_active;
  logic  leaf_dec_wr_dvld_active;
  logic   [31:0] d2l_X0_w;
  logic  d2l_X0_we;
  logic  d2l_X0_re;
  logic   [31:0] d2l_XRA_w;
  logic  d2l_XRA_we;
  logic  d2l_XRA_re;
  logic   [31:0] d2l_XSP_w;
  logic  d2l_XSP_we;
  logic  d2l_XSP_re;
  logic  leaf_dec_valid_hld1;
  logic  leaf_dec_valid_hld1_next;
  logic  leaf_dec_wr_dvld_hld1;
  logic  leaf_dec_wr_dvld_hld1_next;
  logic  pio_write_active;
  logic  pio_read_active;
  logic   [3:2] pio_dec_address_d1;
  logic   [31:0] pio_dec_write_data_d1;
  logic   [31:0] dec_pio_read_data;
  logic   [31:0] dec_pio_read_data_d1;
  logic  dec_pio_ack;
  logic  dec_pio_nack;
  logic  dec_pio_ack_next;
  logic  dec_pio_nack_next;
  logic  pio_internal_ack;
  logic  pio_internal_nack;
  logic  pio_external_ack;
  logic  pio_external_nack;
  logic  pio_external_ack_next;
  logic  pio_external_nack_next;
  logic  pio_no_acks;
  logic  pio_activate_write;
  logic  pio_activate_read;
  logic   [31:0] dec_pio_read_data_next;
  logic  external_transaction_active;
  assign  pio_dec_write_data = leaf_dec_wr_data;
  assign  dec_leaf_rd_data = dec_pio_read_data;
  assign  dec_leaf_ack = dec_pio_ack;
  assign  dec_leaf_nack = dec_pio_nack;
  assign  pio_dec_address = leaf_dec_addr [3:2] ;
  assign  block_sel_addr = 40'h0;
  assign  block_sel = leaf_dec_block_sel;
  assign  leaf_dec_wr_dvld_active = leaf_dec_wr_dvld | leaf_dec_wr_dvld_hld1;
  assign  leaf_dec_valid_active = leaf_dec_valid | leaf_dec_valid_hld1;
  assign  dec_leaf_accept = leaf_dec_valid & block_sel;
  assign  dec_leaf_reject = leaf_dec_valid & ~block_sel;
  assign  pio_dec_read = block_sel & leaf_dec_valid_active & (leaf_dec_cycle == 2'b10);
  assign  pio_dec_write = block_sel & leaf_dec_wr_dvld_active & (leaf_dec_cycle[1] == 1'b0);
  assign  dec_leaf_retry_atomic = 1'b0;
  assign  dec_leaf_data_width = 3'b0;
  always_comb begin
    dec_pio_read_data = dec_pio_read_data_d1;
  end
  always_ff @ (posedge clk) begin
    if (reset) begin
      dec_pio_read_data_d1 <= #1  32'b0;
    end
    else begin
      dec_pio_read_data_d1 <= #1 dec_pio_read_data_next;
    end
  end
  always_ff @ (posedge clk) begin
    if (reset) begin
      pio_write_active <= #1  1'b0;
      pio_read_active <= #1  1'b0;
    end
    else begin
      pio_write_active <= #1  pio_write_active ? pio_no_acks : pio_activate_write;
      pio_read_active <= #1  pio_read_active ? pio_no_acks : pio_activate_read;
    end
    pio_dec_address_d1 <= #1   pio_dec_address;
    pio_dec_write_data_d1 <= #1  pio_dec_write_data;
  end
  always_comb begin
    leaf_dec_valid_hld1_next = leaf_dec_valid | leaf_dec_valid_hld1;
    if (dec_pio_ack_next | dec_pio_nack_next) leaf_dec_valid_hld1_next = 1'b0;
    leaf_dec_wr_dvld_hld1_next = leaf_dec_wr_dvld | leaf_dec_wr_dvld_hld1;
    if (dec_pio_ack_next | dec_pio_nack_next | leaf_dec_valid) leaf_dec_wr_dvld_hld1_next = 1'b0;
  end
  always_ff @ (posedge clk) begin
    if (reset) begin
      leaf_dec_valid_hld1 <= #1  1'b0;
      leaf_dec_wr_dvld_hld1 <= #1  1'b0;
    end
    else begin
      leaf_dec_valid_hld1 <= #1 leaf_dec_valid_hld1_next;
      leaf_dec_wr_dvld_hld1 <= #1 leaf_dec_wr_dvld_hld1_next;
    end
  end
  always_comb begin
    pio_internal_nack = (pio_read_active | pio_write_active) & ~pio_internal_ack & ~external_transaction_active;
    dec_pio_ack_next = (pio_internal_ack | (pio_external_ack_next & external_transaction_active));
    dec_pio_nack_next = (pio_internal_nack | (pio_external_nack_next & external_transaction_active));
    pio_no_acks = ~(dec_pio_ack | dec_pio_nack | pio_external_ack | pio_external_nack);
    pio_activate_write = (pio_dec_write & ~(dec_pio_ack | dec_pio_nack));
    pio_activate_read = (pio_dec_read & ~(dec_pio_ack | dec_pio_nack));
  end
  always_ff @ (posedge clk) begin
    if (reset) begin
      dec_pio_ack <= #1 1'b0;
      dec_pio_nack <= #1 1'b0;
      pio_external_ack <= #1  1'b0;
      pio_external_nack <= #1  1'b0;
    end
    else begin
      dec_pio_ack <= #1 dec_pio_ack ? 1'b0 : dec_pio_ack_next;
      dec_pio_nack <= #1 dec_pio_nack ? 1'b0 : dec_pio_nack_next;
      pio_external_ack <= #1 pio_external_ack_next;
      pio_external_nack <= #1 pio_external_nack_next;
    end
  end
  always_comb begin
    pio_internal_ack = 1'b0;
    external_transaction_active = 1'b0;
    pio_external_ack_next = 1'b0;
    pio_external_nack_next = 1'b0;
    dec_pio_read_data_next = 32'b0;
    d2l_X0_w = pio_dec_write_data_d1  [31:0] ;
    d2l_X0_we = 1'b0;
    d2l_X0_re = 1'b0;
    d2l_XRA_w = pio_dec_write_data_d1  [31:0] ;
    d2l_XRA_we = 1'b0;
    d2l_XRA_re = 1'b0;
    d2l_XSP_w = pio_dec_write_data_d1  [31:0] ;
    d2l_XSP_we = 1'b0;
    d2l_XSP_re = 1'b0;
    casez(pio_dec_address_d1)
    2'b00:
      begin
        d2l_X0_we = pio_write_active & ~dec_pio_ack;
        d2l_X0_re = pio_read_active & ~dec_pio_ack;
        pio_internal_ack =  pio_read_active;
        dec_pio_read_data_next  [31:0]  = l2d_X0_r;
      end
    2'b01:
      begin
        d2l_XRA_we = pio_write_active & ~dec_pio_ack;
        d2l_XRA_re = pio_read_active & ~dec_pio_ack;
        pio_internal_ack =  pio_read_active | pio_write_active;
        dec_pio_read_data_next  [31:0]  = l2d_XRA_r;
      end
    2'b10:
      begin
        d2l_XSP_we = pio_write_active & ~dec_pio_ack;
        d2l_XSP_re = pio_read_active & ~dec_pio_ack;
        pio_internal_ack =  pio_read_active | pio_write_active;
        dec_pio_read_data_next  [31:0]  = l2d_XSP_r;
      end
    endcase
  end
endmodule
module RV32I_regfile_pio
(
  clk,
  reset,
  h2l_XSP_xsp_w,
  leaf_dec_wr_data,
  leaf_dec_addr,
  leaf_dec_block_sel,
  leaf_dec_valid,
  leaf_dec_wr_dvld,
  leaf_dec_cycle,
  leaf_dec_wr_width,
  l2h_X0_x0_zero_r,
  l2h_XRA_xra_r,
  l2h_XSP_xsp_r,
  dec_leaf_rd_data,
  dec_leaf_ack,
  dec_leaf_nack,
  dec_leaf_accept,
  dec_leaf_reject,
  dec_leaf_retry_atomic,
  dec_leaf_data_width );
  input    clk;
  input    reset;
  input     [31:0] h2l_XSP_xsp_w;
  input     [31:0] leaf_dec_wr_data;
  input     [39:0] leaf_dec_addr;
  input    leaf_dec_block_sel;
  input    leaf_dec_valid;
  input    leaf_dec_wr_dvld;
  input     [1:0] leaf_dec_cycle;
  input     [2:0] leaf_dec_wr_width;
  output     [31:0] l2h_X0_x0_zero_r;
  output     [31:0] l2h_XRA_xra_r;
  output     [31:0] l2h_XSP_xsp_r;
  output     [31:0] dec_leaf_rd_data;
  output    dec_leaf_ack;
  output    dec_leaf_nack;
  output    dec_leaf_accept;
  output    dec_leaf_reject;
  output    dec_leaf_retry_atomic;
  output     [2:0] dec_leaf_data_width;
  logic   [31:0] d2l_X0_w;
  logic  d2l_X0_we;
  logic  d2l_X0_re;
  logic   [31:0] d2l_XRA_w;
  logic  d2l_XRA_we;
  logic  d2l_XRA_re;
  logic   [31:0] d2l_XSP_w;
  logic  d2l_XSP_we;
  logic  d2l_XSP_re;
  logic   [31:0] l2d_X0_r;
  logic   [31:0] l2d_XRA_r;
  logic   [31:0] l2d_XSP_r;
  RV32I_regfile_jrdl_decode pio_decode ( .* );
  RV32I_regfile_jrdl_logic pio_logic ( .* );
endmodule
```
`flow/run.sh`:
```
#!/bin/bash
# OpenROAD 26Q1-2900-gdf79404cd8, Yosys 0.63+post, stock flow scripts
make -C /OpenROAD-flow-scripts/flow DESIGN_CONFIG=/design/flow/config.mk WORK_HOME=/design/flow/orfs finish
```
`flow/config.mk`:
```
export PLATFORM = sky130hd
export DESIGN_NAME = RV32I_regfile_pio
export DESIGN_NICKNAME = RV32I_regfile_pio
export VERILOG_FILES = /design/flow/design.v
export SDC_FILE = /design/flow/constraint.sdc
export NUM_CORES = 4
export LEC_CHECK = 1
export CORE_UTILIZATION = 40
```
`flow/constraint.sdc`:
```
current_design RV32I_regfile_pio

set clk_period 3.8
set clk_io_pct 0.2

create_clock -name clk0 -period $clk_period [get_ports {clk}]

set non_clock_inputs [all_inputs -no_clocks]
set_input_delay [expr $clk_period * $clk_io_pct] -clock clk0 $non_clock_inputs
set_output_delay [expr $clk_period * $clk_io_pct] -clock clk0 [all_outputs]
```
==> impl_metrics.py <==
# Flow results
metrics = {
    "synth": {
        "synthFlopType": "sky130_fd_sc_hd__dfxtp_1",
        "register_bit_count_reported_by_yosys": 136,
        "asyncSetResetFlopFracSynth_pct": 0,
        "yosys_instances": 490,
        "avgSynthCellArea_um2": 9.78,
        "portion_of_the_post_synthesis_area_used_by_sequential_elements_pct": 56.8,
        "ys_area_um2": 4790,
        "enable_flop_cells": 0,
        "synthesis.area_um2": 4790,
        "syn-instance-count": 490,
        "yosysUniqueCellTypes": 26,
        "synth.yosys.warnings": 2,
    },
    "global_route": {
        "first_global_vias": 3689,
        "grt_first_pass_wirelength_um": 19300,
        "gr-usage-all-layers_pct": 20.4,
        "antenna_found_initial": 0,
        "pin_count_of_the_biggest_net_entering_global_routing": 38,
        "grt_remaining_overflow": 0,
    },
    "drt": {
        "postRouteWirelength_um": 11900,
        "drt_iter0_markers": 193,
        "avgRoutedWirePerCell_um": 14.7,
        "first_pass_iters": 28,
        "drt-vias-per-instance": 4.62,
        "antenna_cells": 0,
        "ant_nets": 0,
        "count_of_unresolved_drc_violations_after_routing": 0,
        "total_number_of_vias": 3746,
    },
    "placed_design": {
        "detailed_place.area_um2": 6390,
        "post-dp-hpwl_um": 7970,
        "buffer_ports.inserted": 172,
        "placed_cells_incl_taps": 779,
        "routability_congestion_estimate_from_global_placement": 0.796,
    },
    "cts": {
        "clock_sinks": 136,
        "cts.hold.buffers_added": 0,
        "tritoncts_clock_tree": "yes",
        "clock_insertion_delay_worst_skew_ns": 0.40,
        "root_buf_cell": "sky130_fd_sc_hd__clkbuf_16",
        "cts_made_buffers": 17,
        "cts_resized": 0,
        "cts_buffer_depth": 2,
        "cts_setup_buffers": 0,
        "clkSlewWorstSetupHoldPaths_ns": 0.06,
        "cts_max_level": 4,
    },
    "critical_path": {
        "cp-start-kind": "input pin",
        "cp-end-kind": "output pin",
        "arrival_ns": 1.90,
        "r2r_slack_ns": 1.43,
        "timing_worst_setup_path_type": "input pin to output pin",
        "timing.critical_path.required_ns": 3.04,
        "crit_fanout": 4,
    },
    "timing": {
        "setup-tns-final_ns": 0,
        "hold_violations": 0,
        "final-setup-viol-count": 0,
        "fin_skew_ns": 0.00426,
        "period_used_pct": 70.1,
        "timing.max_slew.rel_slack_pct": 45.6,
        "fmax_ghz": 0.375,
        "worst_pin_slew_ns": 0.814,
        "rsz0062_at_grt": "false",
        "slew_viol_final": 0,
        "finalWorstPathRequiredPeriod_ns": 2.66,
    },
    "floorplanning": {
        "rows": 39,
        "die_w_um": 111,
        "num_io_pins": 250,
        "die.size.y_um": 111,
        "share_of_the_core_filled_by_cells_before_placement_pct": 41.4,
        "core_um2": 11600,
        "floorplan.die_area_um2": 12400,
    },
    "flow_run": {
        "maxCapViolations": 0,
        "warnings": 69,
    },
    "layout": {
        "layout_top_cells": "sky130_fd_sc_hd__clkdlybuf4s50_1, sky130_fd_sc_hd__dfxtp_1, sky130_fd_sc_hd__nand2_1",
        "fillers": 946,
        "area_growth_pct": 46.6,
        "layout.cells.most_common": "sky130_fd_sc_hd__clkdlybuf4s50_1",
        "final_cell_area_um2": 7020,
        "final-instance-count-excl-fill": 811,
        "final_layout_size_suffix_gt1_share_pct": 15.7,
    },
    "pwr": {
        "cellPowerDensity_nw_per_um2": 495,
        "power.leakage_uw": 0.00263,
        "ir_drop_uv": 268,
        "post-layout-total-power_uw": 3470,
    },
    "min_path": {
        "holdCritPathClass": "flop to flop",
    },
    "outcome": {
        "outcome": "complete, no violations",
    },
}
area by class of cell:
cell class / instances / area, um^2 / share of cell area (%)
clock buffer: 21 / 460 / 6.56
sequential: 136 / 2720 / 38.8
inverter: 2 / 7.51 / 0.107
tap: 143 / 179 / 2.55
timing repair buffer: 180 / 1780 / 25.3
multi-input combinational: 318 / 1700 / 24.2
clock inverter: 11 / 171 / 2.44
logic make-up after synthesis:
logic type,Yosys count,share of synthesized area (%)
compound gates,99,15.6
flops,136,56.8
other cells,1,0.0783
buf+inv,71,10.4
fa+ha+maj,4,1.04
simple gates,179,16.1
synthesized netlist by cell type, drive strengths merged, types with 4 or more instances:
cell type  instances  area [um^2]
clkbuf             9         33.8
buf               60          458
nor2              36          135
ha                 4         50.1
a21oi             65          490
a22oi             32          240
dfxtp            136         2720
nand2            129          537
flip-flops by register name, indices dropped and copies added (netlist names):
signal and count:
pio_decode.pio_read_active 1, pio_decode.dec_pio_read_data_d1 32, pio_decode.leaf_dec_wr_dvld_hld1 1, pio_decode.pio_write_active 1, pio_decode.pio_dec_write_data_d1 32, pio_decode.leaf_dec_valid_hld1 1
pio_logic.rg_XSP_xsp 32, pio_decode.dec_pio_nack 1, pio_logic.rg_XRA_xra 32, pio_decode.pio_dec_address_d1 2, pio_decode.dec_pio_ack 1
critical path, cell delays in order:
cell                              delay, ns
sky130_fd_sc_hd__clkdlybuf4s50_1       0.51
sky130_fd_sc_hd__nor2b_1               0.16
sky130_fd_sc_hd__clkdlybuf4s50_1       0.47
path summary, 6_finish.rpt:
path | start | to | depth (start not counted)
hold / removal | pio_decode.pio_dec_write_data_d1[19] | pio_logic.rg_XSP_xsp[19] | 2
hold reg to reg | pio_decode.pio_dec_write_data_d1[19] | pio_logic.rg_XSP_xsp[19] | 2
setup / recovery | leaf_dec_valid | dec_leaf_reject | 3
setup reg to reg | pio_decode.pio_dec_address_d1[2] | pio_logic.rg_XSP_xsp[31] | 6
metal layers:
metal | global-route usage (%) | share of wire [%]
met1 | 29.8 | 43
met3 | 4.93 | 7.8
met4 | 1.98 | 0.83
met2 | 33.0 | 48
met5 | 0 | 0
per-stage QoR:
stage / util [%] / setup slack [ns] / hold slack (ns)
global placement: 55.3 / 1.16 / 0.439
floorplan: - / 2.17 / 0.402
detailed placement: 55.3 / 1.16 / 0.444
CTS: 60.7 / 1.14 / 0.449
finish: 60.7 / 1.14 / 0.448
global route: 60.7 / 1.10 / 0.465
where the power goes:
| group | total (uW) | internal, uW | switching, uW |
|---|---|---|---|
| Sequential | 1510 | 1480 | 30.4 |
| Clock | 1720 | 1130 | 583 |
| Combinational | 246 | 150 | 96.6 |
Power figures rest on the tool's default switching activity, not on a simulated workload.
